<file path="flow/design.v">
package count_one_fsm_pkg;
typedef enum logic[1:0] {
    moore_state0,
    moore_state1,
    moore_state2
} moore_state_t;
typedef enum logic {
    mealy_state0,
    mealy_state1
} mealy_state_t;
endpackage
module mult_ex #(
    parameter WIDTH = 32
) (
    input  logic            clk,
    input  logic            rst_n,
    input  logic[WIDTH-1:0] a,
    input  logic[WIDTH-1:0] b,
    output logic[WIDTH-1:0] lo,
    output logic[WIDTH-1:0] hi,
    input  logic           valid_in,
    output logic           ready_out,
    output logic           valid_out,
    input  logic           ready_in
);
logic[WIDTH-1:0] data_lo;
logic[WIDTH-1:0] data_hi;
typedef enum logic[1:0] {
    IDLE,
    WORKING1,
    WORKING2,
    FINISH
} state_e;
state_e state;
always_ff @(posedge clk, negedge rst_n) begin
    if (!rst_n) begin
        data_lo <= 'd0;
        data_hi <= 'd0;
        state <= IDLE;
    end 
    else begin
        unique case (state)
            IDLE: begin
                if (valid_in) begin
                    {data_hi, data_lo} <= a * b;
                    state <= WORKING1;
                end
            end
            WORKING1: begin
                state <= WORKING2;
            end
            WORKING2: begin
                state <= FINISH;
            end
            FINISH: begin
                if (ready_in)
                    state <= IDLE;
            end
            default:
                state <= IDLE;
        endcase
    end
end
always_comb begin
    ready_out = 1'b0;
    valid_out = 1'b0;
    lo = 0;
    hi = 0;
    unique case (state)
        IDLE: begin
            ready_out = 1'b1;
        end
        FINISH: begin
            valid_out = 1'b1;
            lo = data_lo;
            hi = data_hi;
        end
        default: begin
        end
    endcase
end
endmodule
</file>
<file path="flow/run.sh">
#!/bin/bash
# OpenROAD 26Q1-2900-gdf79404cd8, Yosys 0.63+post, stock flow scripts
make -C /OpenROAD-flow-scripts/flow DESIGN_CONFIG=/design/flow/config.mk WORK_HOME=/design/flow/orfs finish
</file>
<file path="flow/config.mk">
export PLATFORM = sky130hd
export DESIGN_NAME = mult_ex
export DESIGN_NICKNAME = mult_ex
export VERILOG_FILES = /design/flow/design.v
export SDC_FILE = /design/flow/constraint.sdc
export NUM_CORES = 4
export LEC_CHECK = 1
export CORE_UTILIZATION = 50
</file>
<file path="flow/constraint.sdc">
current_design mult_ex

set clk_period 5.2
set clk_io_pct 0.2

create_clock -name clk0 -period $clk_period [get_ports {clk}]

set non_clock_inputs [all_inputs -no_clocks]
set_input_delay [expr $clk_period * $clk_io_pct] -clock clk0 $non_clock_inputs
set_output_delay [expr $clk_period * $clk_io_pct] -clock clk0 [all_outputs]
</file>
==> flow.log <==
[flow] summary of implementation run
[metrics] width of the die: between 200 and 300 µm
[metrics] vias per cell: 5.15
[metrics] # fillers: 5414
[metrics] post-synthesis mux area share: 0.000275
[metrics] data arrival time at the worst-slack endpoint: 8.03 ns
[metrics] proportion of register bits with asynchronous set or reset after synthesis: 1.00
[metrics] ys cells: 4028
[metrics] PnR worst setup slack: -2.56 ns
[metrics] wire length after detailed routing: 104000 µm
[metrics] portion of synthesized cell area occupied by the leading cell type: 0.493
[metrics] cell type with the largest total area after synthesis: sky130_fd_sc_hd__fa_1
[metrics] clock-pin transition on the worst setup and hold timing paths: 0.06 ns
[metrics] primary flip-flop cell chosen by synthesis mapping: sky130_fd_sc_hd__dfrtp_1
[metrics] Area growth syn-to-layout: 30.6%
[metrics] failing checks: negative setup slack
[metrics] category of the worst setup path capture point: register
[metrics] maximum fanout along the worst path: 6
[metrics] number of buffers created by CTS: 9
[metrics] DRC viols: 0
[metrics] area inside the core boundary: 71700 µm²
[metrics] fraction of final layout cells with drive strength greater than 1: 0.259
[metrics] Die Y-Extent: between 200 and 300 µm
[metrics] total number of placement rows: ~98
[metrics] maximum clock insertion buffer count: 2
[metrics] max cap viols: 0
[metrics] launching element type of the critical path: input pin
[metrics] Highest Clock Rate: 0.129 GHz
[metrics] Critical Path Most Common Cell: sky130_fd_sc_hd__fa_1
[metrics] Post-Synthesis Mean Instance Area: 9.03 µm²
[metrics] chip area: 73800 µm²
[metrics] estimated wirelength of the detail-placed design: 82300 µm
[metrics] insertion delay of the later-clocked pin in the worst-skew pair: 0.33 ns
[metrics] Worst Hold Class: reg2reg
[metrics] Post-Place Setup Slack: -3.35 ns
[metrics] post-synth tally of flip-flops with integrated enable: 0
[metrics] cell chosen for the clock root: sky130_fd_sc_hd__clkbuf_16
[metrics] Unique masters post-synth: around 67
[metrics] number of port buffers: 133
[metrics] slowest library cell on the worst path: sky130_fd_sc_hd__fa_2
[metrics] total cell area reported by yosys after synthesis: 36400 µm²
[metrics] wire length of the first global-routing pass: 167000 µm
[metrics] total via count in the routed design: between 20000 and 30000
[metrics] Synth Area in XOR/XNOR: 0.0128
[metrics] Top Ports: 134
[metrics] top cell family by delay on the critical path: adder cells
[metrics] Top cells by area: sky130_fd_sc_hd__fa_1 (49%), sky130_fd_sc_hd__and2_1 (11%), sky130_fd_sc_hd__ha_1 (9.0%)
[metrics] clock tree from TritonCTS: yes
[metrics] antenna viol nets, final: 0
[metrics] top comb family, area: adder cells
[metrics] Final Hold Fails: 0
[metrics] core utilization before placement: 0.507
[metrics] aggregate global routing overflow: 0
[metrics] post-route fraction of the period consumed by the critical path: 1.49
[metrics] final standard cell utilization of the core: 0.662
[metrics] number of storage elements in the synthesis netlist: 68
[metrics] result of the run: complete, but fails checks
[metrics] time the final worst path needs with I/O delays and setup: 7.76 ns
[metrics] Synthesis Warnings: 1
[metrics] count of final setup violators: 55
[metrics] detail-routed net length per standard cell: 18.9 µm
[metrics] adder and majority gate portion of the synthesized area: 0.584
[metrics] initial antenna violation count: 3
[metrics] simple share: 0.192
[metrics] required time of the critical path: 5.47 ns
[metrics] pin count of the biggest net entering global routing: 79
[metrics] number of sinks handled by clock tree synthesis: 68
[metrics] Worst Tran Pin Value: 0.725 ns
[metrics] GRT Total Usage: 0.316
[metrics] buffer-and-inverter tally for the worst setup path: 7
[metrics] netlist area before placement: 36400 µm²
[metrics] tightest slew margin relative to the limit: 0.516
[metrics] fraction of the yosys area taken by sequential cells: 0.0468
[metrics] gate count of the mapped netlist: 4028
[metrics] depth of the CTS H-tree: 3
[metrics] worst setup skew after layout: 0.00372 ns
[metrics] compound-cell area share of the yosys netlist: 0.0472
[metrics] first drt pass iteration count: 5
[metrics] violation count after the first detailed-routing iteration: 1156
[metrics] Routability Congestion: 0.959
[metrics] pins over their slew limit: 0
[metrics] Crit path largest cell delay: between 0.5 and 0.6 ns
[metrics] Crit Path Class: in2reg
[metrics] RSZ-0062 raised after global routing: true
[metrics] tally of OpenROAD warnings: 28
[metrics] number of global-route vias before repair: roughly 30000
-- area by class of cell --
cell class,count,area (µm²),area share
clock buffer,9,225,0.00474
inverter,874,3280,0.0691
clock inverter,7,81.3,0.00171
multi-input combinational,2836,33000,0.694
timing repair buffer,751,8030,0.169
antenna,2,5.00,0.000105
tap,950,1190,0.0250
sequential,68,1700,0.0359
-- repair_timing --
| action | in CTS | in global routing |
|---|---|---|
| setup buffers | 120 | 45 |
| pin swaps | 337 | 282 |
| endpoints found under the setup margin | 57 | 56 |
| gates cloned | 26 | 1 |
| hold buffers | 0 | 0 |
| resized | 731 | 321 |
-- cell usage in the layout (no fill, tap or decap), types with 35 or more instances in the layout --
| master | netlist | routed |
|---|---|---|
| sky130_fd_sc_hd__and2_1 | 662 | 573 |
| sky130_fd_sc_hd__and2_4 | 0 | 89 |
| sky130_fd_sc_hd__buf_12 | 0 | 83 |
| sky130_fd_sc_hd__buf_4 | 4 | 377 |
| sky130_fd_sc_hd__buf_6 | 4 | 123 |
| sky130_fd_sc_hd__buf_8 | 0 | 35 |
| sky130_fd_sc_hd__clkdlybuf4s50_1 | 0 | 71 |
| sky130_fd_sc_hd__dfrtp_1 | 67 | 67 |
| sky130_fd_sc_hd__fa_1 | 896 | 805 |
| sky130_fd_sc_hd__fa_2 | 0 | 91 |
| sky130_fd_sc_hd__ha_1 | 263 | 200 |
| sky130_fd_sc_hd__ha_4 | 0 | 60 |
| sky130_fd_sc_hd__inv_1 | 874 | 822 |
| sky130_fd_sc_hd__inv_2 | 0 | 52 |
| sky130_fd_sc_hd__nand2_1 | 562 | 534 |
| sky130_fd_sc_hd__o21ai_1 | 3 | 50 |
-- registers in the layout, indices dropped and copies added, names as in the netlist --
name	flops
state	4
data_hi	32
data_lo	32
-- per-layer routing --
metal | up-vias | track usage | part of all wire
met3 | 166 | 0.0942 | 0.075
met5 | - | 0 | 0
met1 | 14500 | 0.457 | 0.39
met2 | 803 | 0.504 | 0.50
li1 | 12800 | - | -
met4 | 0 | 0.0659 | 0.029
-- logic make-up (layout without fill, tap and decap cells) --
family	after synthesis	in the layout
AOI/OAI and AO/OA	272	272
xor gates and xnor gates	53	53
adders and majority gates	1159	1159
buffers and inverters	1124	1641
DFF	68	68
muxes	1	1
other	0	2
and+or+nand+nor	1351	1351
-- path summary, 6_finish.rpt --
path	start	end	slack, ns	cells after the start
max reg2reg	state[0]	data_hi[25]	3.29	5
min reg2reg	state[2]	state[1]	0.35	0
min	state[2]	state[1]	0.35	0
max in group asynchronous	rst_n	state[0]	3.43	2
min in group asynchronous	rst_n	data_hi[28]	0.75	1
max	a[16]	data_hi[30]	-2.56	26
-- Yosys cell counts, drive strengths merged, types with 15 or more instances --
cell,instances
fa,896
inv,874
and2,663
nand2,562
ha,263
clkbuf,233
o21ai,96
a21oi,74
dfrtp,67
xnor2,38
nor2,32
a21o,28
nand4,27
buf,17
nand3,16
nor3,15
xor2,15
-- through the flow --
stage          TNS, ns  instance area [µm²]  cells  hold slack [ns]
3_3_place_gp   -158.37                42300   5316            0.335
3_5_place_dp   -160.24                42300   5316            0.343
2_1_floorplan   -94.08                36700   4028            0.331
5_1_grt        -119.71                47500   5496            0.378
6_report       -111.31                47500   5497            0.354
4_1_cts        -113.64                46100   5466            0.354
